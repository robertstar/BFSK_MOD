File: ./constraint.sdc
current_design discr

set clk_period 7.3
set clk_io_pct 0.2

create_clock -name clk0 -period $clk_period [get_ports {clk}]

set non_clock_inputs [all_inputs -no_clocks]
set_input_delay [expr $clk_period * $clk_io_pct] -clock clk0 $non_clock_inputs
set_output_delay [expr $clk_period * $clk_io_pct] -clock clk0 [all_outputs]
File: ./design.v
module discr ( clk, din, dout, det, en, sync);
parameter DEPTH_D  = 22;  
parameter DEPTH_S  = 11;  
parameter IWIDTH   = 8;   
parameter OWIDTH   = 17;  
input  wire clk;
input  wire signed [IWIDTH-1:0]din;
output wire signed [OWIDTH-1:0]dout; 
output wire det;
output wire en;
output wire sync;
reg signed [7:0]  line_d [DEPTH_D:0]; 
reg signed [15:0] line_s [DEPTH_S:0]; 
reg signed [16:0] mult=0;
reg signed [16:0] add=0;
reg        [7:0]  i=0;
reg               det_r=0;
reg               en_r=0;
reg        [31:0] div=0;
reg               sync_r=0;
assign dout      = add;
assign det       = det_r;
assign en        = en_r;
assign sync      = sync_r;
initial begin
    for (i=0; i <= DEPTH_D; i=i+1) begin
        line_d[i]  <= 0;
    end
    for (i=0; i <= DEPTH_S; i=i+1) begin
        line_s[i]  <= 0;
    end
end
always @(posedge clk) begin
    line_d[0]  <= din;
    for (i=1; i <= DEPTH_D; i=i+1) begin
        line_d[i]  <= line_d[i-1];
    end
    mult<= din * line_d[DEPTH_D];
    line_s[0]  <= mult;
    for (i=1; i <= DEPTH_S; i=i+1) begin
        line_s[i]  <= line_s[i-1];
    end
    add<= mult + line_s[DEPTH_S];
    if(add > 0) begin
        det_r<= 1;
    end
    else if(add < 0) begin
        det_r<= 0;
    end
    if(en) begin
        case(div)
            199: begin
                div<=0;
                sync_r<=~sync_r;
            end
            default: begin
                div<=div+1;
            end
        endcase
    end
end
reg st1=0;
always @(negedge det_r) begin
    case(st1)
        0: begin
            sync_r<=1;
            st1<=1;
        end
        1: begin
        end
    endcase
    en_r<=1;
end
endmodule
File: ./config.mk
export PLATFORM = sky130hd
export DESIGN_NAME = discr
export DESIGN_NICKNAME = discr
export VERILOG_FILES = /design/flow/design.v
export SDC_FILE = /design/flow/constraint.sdc
export NUM_CORES = 4
export LEC_CHECK = 1
export CORE_UTILIZATION = 50
export SYNTH_HDL_FRONTEND = slang
File: ./run.sh
#!/bin/bash
# OpenROAD 26Q1-2900-gdf79404cd8, Yosys 0.63+post, stock flow scripts
make -C /OpenROAD-flow-scripts/flow DESIGN_CONFIG=/design/flow/config.mk WORK_HOME=/design/flow/orfs finish
==> impl_metrics.toml <==
# physical design summary
[synthesis]
ys_area_um2 = 11500
topCellsByArea = "dfxtp_1, fa_1, ha_1, inv_1, and2_1"
yosys.area.top_type_share_pct = 71.2
yosysMostFrequentCell = "dfxtp_1"
synth_flops = 410
ys_warn_count = 2
yosys_cells = 803
top_cells_by_count = "dfxtp_1, inv_1, fa_1, ha_1, and2_1"
synthCells = 803
edf_count = 0
synth.avg_cell_area_um2 = 14.4
ys_seq_share_pct = 71.2
ys_types = 45
synthArstFlopShare_pct = 0
synthFlopType = "dfxtp_1"
synth_area_um2 = 11500
largest_area_cell = "dfxtp_1"

[floorplanning]
fp_util_pct = 50.9
chipArea_um2 = 23700
die_h_um = 154
die_x_um = 154
coreArea_um2 = 22600
io_pins = 29
num_rows = 55

[drt]
wl_met2_mm = 5.97
top_layer_used = "met4"
antenna_left = 0
drt-total-wl_mm = 14.3
wl_met3_um = 664
met1_length_mm = 7.31
vias = 5201
via_per_inst = 4.40
insertedDiodeCount = 0
wl_per_cell_um = 12.1
drcViolationCount = 0
drt_iter0_markers = 159
first_pass_iters = 4

[timing]
rsz0062_at_grt = "false"
period_needed_ns = 5.50
finalClockPeriodUsage_pct = 75.4
finalHoldViolations = 0
worst_pin_slew_ns = 0.518
fin_tns_setup_ns = 0
layout_setup_ws_ns = 1.80
setup_violations = 0
skew_ns = 0.00937
slew_headroom_pct = 65.4
clock.fmax_mhz = 182
final-max-slew-violation-count = 0

[clocking]
cts_resized = 0
root_buffer = "clkbuf_16"
cts_buffer_depth = 3
worstSkewPairLatency_ns = 0.52
cts_tree = "done"
cts_sinks = 410
clk_pin_slew_worst_paths_ns = 0.06
cts_setup_buffers = 0
h-tree-depth = 2
hold_buffers = 0
cts_buffers = 39

[flow_run]
warnings = 25
drv_cap = 0

[worst_setup_path]
setup.worst_path.start_class = "primary input"
critPathCaptureType = "flop"
critical_path_arrival_ns = 5.90
cp_max_fo = 9
required_ns = 7.70
worstSetupPathType = "primary input to flop"

[layout]
finalNonFillerCells = 1183
drive_gt1_share_pct = 8.02
area_growth_pct = 16.9
fin_util_pct = 59.5

[placement]
hpwl_mm = 9.22
io_buffers = 26
post-place-ws_ns = 1.21
gp_congestion = 0.832
placed_cells = 1112

[global_routing]
grt_use_total_pct = 13.7
grt_pass1_vias = 5214
grt_overflow = 0
antenna_found_initial = 0
grt_max_degree = 16
grt_pass1_wl_mm = 24.8

[hold_path]
hold_class = "flop to flop"

[pwr]
powerDensity_nw_per_um2 = 482
irDropWorstVdd_mv = 0.247
p_leak_nw = 5.92

[status]
status = "finished clean"
-- logic make-up (layout without fill, tap and decap cells) --
kind of cell             after synthesis  count (layout)  share of synthesized area, %
XOR/XNOR                              30              30                          2.28
other                                  2               2                        0.0651
adder cells (fa/ha/maj)              101             101                          14.6
flip-flops                           410             410                          71.2
multiplexers                           1               1                        0.0868
AND/OR/NAND/NOR                      103             103                          4.75
buffers and inverters                 90             185                          3.00
AND-OR/OR-AND                         66              66                          4.03
-- per-layer routing --
| metal | track usage, % | up-vias |
|---|---|---|
| met5 | 0 | - |
| met4 | 3.43 | 0 |
| met3 | 3.36 | 38 |
| met2 | 19.4 | 102 |
| met1 | 22.8 | 2404 |
| li1 | - | 2657 |
-- cell usage in the layout (no fill, tap or decap), drive strengths merged, types with 2 or more instances in the layout --
cell type      Yosys  routed
a21o              11      11
a21oi             16      16
a221oi             2       2
and2              40      40
and3               2       2
bufinv             0       3
clkbuf             0      55
clkdlybuf4s50      0      26
clkinv             1       8
clkinvlp           0       5
conb               2       2
dfxtp            410     410
fa                56      56
ha                45      45
inv               87      88
nand2             21      21
nand2b             4       4
nand3              4       4
nand4              3       3
nor2              19      19
nor2b              2       2
nor3               2       2
nor4               4       4
o211ai             4       4
o21a               5       5
o21ai             15      15
o21bai             3       3
xnor2             22      22
xor2               8       8
-- flip-flops by register name, indices dropped and copies added (netlist names) --
name / cells
dout: 17
mult: 16
det: 1
line_d: 184
line_s: 192
-- path summary, 6_finish.rpt --
kind	from	endpoint	slack (ns)	cells after the start
hold reg to reg	line_d[1][5]	line_d[1][13]	0.32	0
hold / removal	line_d[1][5]	line_d[1][13]	0.32	0
setup / recovery	din[7]	mult[15]	1.80	16
setup reg to reg	line_d[2][51]	mult[15]	2.92	15
-- where the power goes --
| group | internal [mW] | total (mW) | switching [mW] | leakage (nW) |
|---|---|---|---|---|
| clock network | 1.22 | 2.01 | 0.788 | 0.650 |
| registers | 2.87 | 3.04 | 0.173 | 3.46 |
| logic | 0.703 | 1.44 | 0.735 | 1.81 |
-- final cells by class --
type	count	area [um2]
fill	1710	9170
sequential	410	8210
multi-input combinational	303	2980
clock buffer	55	1160
tap	285	357
inverter	88	330
timing repair buffer	26	260
clock inverter	16	183
-- worst max-delay path: stages --
cell and delay [ns]:
clkdlybuf4s50_1 0.55, and2_1 0.25, fa_1 0.57, inv_1 0.13, fa_1 0.55, inv_1 0.06
fa_1 0.53, inv_1 0.05, fa_1 0.53, inv_1 0.05, ha_1 0.32, and3_1 0.19
a221o_1 0.31, a21oi_1 0.14, o21ai_1 0.09, xnor2_1 0.13
-- stage by stage --
step	power (mW)	cell area, um2	hold slack (ns)
after floorplan	4.15	11500	0.310
after global placement	4.50	12100	0.310
after detailed placement	4.54	12100	0.312
after CTS	6.58	13500	0.320
after global routing	6.91	13500	0.323
final	6.49	13500	0.321
Power is estimated from default activity; no workload was simulated.
